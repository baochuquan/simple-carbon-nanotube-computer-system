[config.mk]
export PLATFORM = sky130hd
export DESIGN_NAME = Clk_gen
export DESIGN_NICKNAME = Clk_gen
export VERILOG_FILES = /design/flow/design.v
export SDC_FILE = /design/flow/constraint.sdc
export NUM_CORES = 4
export LEC_CHECK = 1
export CORE_AREA = 10 10 70 70
export DIE_AREA = 0 0 80 80
[constraint.sdc]
current_design Clk_gen

set clk_period 1.6
set clk_io_pct 0.2

create_clock -name clk0 -period $clk_period [get_ports {clk_in}]

set non_clock_inputs [all_inputs -no_clocks]
set_input_delay [expr $clk_period * $clk_io_pct] -clock clk0 $non_clock_inputs
set_output_delay [expr $clk_period * $clk_io_pct] -clock clk0 [all_outputs]
[run.sh]
#!/bin/bash
# OpenROAD 26Q1-2900-gdf79404cd8, Yosys 0.63+post, stock flow scripts
make -C /OpenROAD-flow-scripts/flow DESIGN_CONFIG=/design/flow/config.mk WORK_HOME=/design/flow/orfs finish
[design.v]
module Clk_gen(
	input clk_in, 
	input reset, 
	output reg clkA,
	output reg clkB, 
	output reg clkC, 
	output reg clkD
);
  reg [5:0] count;
  always@(posedge clk_in)
    begin 
      if(reset)
        begin
          count <= 0;
          clkA <= 0;
          clkB <= 0;
          clkC <= 0;
          clkD <= 0;
        end
      else
        begin
          case(count)
            6'd0:
              begin
                clkB <= 1;
                count <= count+1;
              end
            6'd4:
              begin 
                clkB <= 0;
                count <= count+1;
              end
            6'd8:
              begin
                clkC <= 1;
                count <= count+1;
              end
            6'd12:
              begin
                clkC <= 0;
                count <= count+1;
              end
            6'd16:
              begin 
                clkD <= 1;
                count <= count+1;
              end
            6'd20:
              begin 
                clkD <= 0;
                count <= count+1;
              end
				6'd24:
				  begin
				    clkA <= 1;
					 count <= count+1;
				  end
				6'd28:
				  begin
					 clkA <= 0;
					 count <= count+1;
				  end
				  default: count <= count+1;
        endcase
      end
    end  
endmodule
==> summary.txt <==
run results: Final Cell Area=548 µm², Cells after Synth=42, pre-CTS WS=0.364 ns, syn avg cell area=10.3 µm², M1 GR Usage=1.96%, First-pass DRT Iterations=4, final setup fails=0, Leakage=0.181 nW, die x size=80 µm, switching pwr=0.0959 mW, post-layout period usage=84.9%, switching share of power=20.8%, Post-CTS Setup Bufs=0, P&R area growth vs syn=26.6%, outcome=completed, I/O pins=6, Yosys top cell by area=dfxtp_1, Via Count=301, total power=0.462 mW, M2 GR Usage=3.61%, critical path, cell by cell=clkdlybuf4s50_1, worst setup margin=0.242 ns, filler cell count=393, gr ovfl total=0, Max FO, Critical Path=2, f_max=736 MHz, critical setup path kind=flip-flop to primary output, CTS root buf=clkbuf_4, Int Power=0.366 mW, slowest cell on the critical path=clkdlybuf4s50_1, number of diodes=0, min-delay worst type=flip-flop to flip-flop, tool warning count=26, H-tree depth=1, DP HPWL=507 µm, most numerous logic cell after layout=dfxtp_1, share of cells above drive strength 1=14.6%, Comb power frac=7.6%, worst reg2reg startpoint=count[0], Rows=21, gpl congestion=0.773, GR peak layer=met2, max_cap viols=0, overall routing resource usage=2.26%, post-cts sizing count=0, Clock power frac=33.8%, Top cells excl fill/tap=dfxtp_1 (10), nor2_1 (8), clkdlybuf4s50_1 (5), aggregate negative setup slack=0 ns, clock latency (worst-skew pair)=0.25 ns, CP top delay family=buffers and inverters, RSZ-0062 raised after global routing=false, Slew Limit Fails=0, chip area=6400 µm², top area contributor share=46.2%, Core ar.=3420 µm², largest net degree at the start of global routing=11, TritonCTS clock tree=yes, FP Util=12.7%, max incr delay on CP=0.46 ns, cells in synth_stat.txt=42, routing usage on met3=2.50%, DP Area=526 µm², Via density=3.20, HP Start=count[0], initial DRC count=18, DRC Markers=0, pwr dens=842 nW/µm², logic area=210 µm², Flop pwr share=58.6%, Critical Path Start=clkA, Finished Layout Cells=94, Reg area=200 µm², antenna violations before repair=0, post-route antenna net violation count=0, Mapped Area=433 µm², Final Hold Viols=0, chip height=80 µm, Cell area leaders=dfxtp_1 (46%), a211oi_1 (6.9%), nor2_1 (6.9%), Crit. End Element=primary output, final wirelength=663 µm, distinct lib cells=19, Routed WL per cell=7.05 µm, Slew @ Worst Pin=0.363 ns, CTS max path bufs=2, final worst path period need=1.36 ns, Worst Clk Skew=0.00153 ns, clock tree sinks=10, clock slew at reported path FFs=0.06 ns, VDD IR-drop max=0.132 mV, Placed Cells=91, Worst setup SP type=flip-flop, PortBufs=5, Buffers & Inverters on Critical Path=1, Worst EP arrival=1.04 ns, CTS Buf Count=3, Yosys Chip Area=433 µm², first-pass GRT wire length=1120 µm, vias in the first global route=282, Synth flops=10, Crit path required time=1.28 ns, synth warn=1, relative slew slack=75.7%, # hold bufs at CTS=0, Seq/Total Area, Yosys=46.2%
## synthesized netlist by cell type, drive strengths merged
cell type / n
nand3: 2
nor2: 8
nor4b: 1
nor2b: 1
xnor2: 1
nand2: 1
ha: 2
dfxtp: 10
inv: 2
xor2: 2
clkbuf: 1
o21ai: 1
and4b: 1
a21oi: 1
and4bb: 2
or3: 1
buf: 1
a211oi: 4
## sequential cells by signal, indices dropped and copies added (netlist names)
name / count
count: 6
clkA: 1
clkB: 1
clkC: 1
clkD: 1
## worst paths after layout
| path | end | slack (ns) | depth (start not counted) |
|---|---|---|---|
| hold / removal | count[0] | 0.49 | 1 |
| setup / recovery | clkA | 0.24 | 1 |
| setup reg to reg | clkC | 0.36 | 4 |
| hold reg to reg | count[0] | 0.49 | 1 |
## routing by layer
metal / vias to the layer above / part of all wire (%)
li1: 161 / -
met1: 131 / 42
met2: 9 / 40
met3: 0 / 17
met4: 0 / 0
met5: - / 0
## final cells by class
type / count / share of cell area, %
flip-flops and latches: 10 / 36.5
well taps: 46 / 10.5
repair buffers: 5 / 9.13
multi-input cells: 28 / 38.4
inverters: 2 / 1.37
clock buffers: 3 / 4.11
## stage by stage
step                utilization, %  hold slack, ns
global placement              15.4           0.477
detailed placement            15.4           0.490
CTS                           16.0           0.498
floorplan                        -           0.460
finish                        16.0           0.493
global route                  16.0           0.523
## cell families after synthesis
group | Yosys count | share of synthesized area, %
simple gates | 17 | 27.5
xor+xnor | 3 | 6.07
flops | 10 | 46.2
buf+inv | 4 | 5.20
compound gates | 6 | 9.25
fa+ha+maj | 2 | 5.78
## power groups by stage
stage | clock network [mW] | logic, mW | registers [mW]
global route | 0.176 | 0.0407 | 0.272
CTS | 0.165 | 0.0361 | 0.271
finish | 0.156 | 0.0353 | 0.270
No activity file was given, so power comes from the tool's default toggle rates.
